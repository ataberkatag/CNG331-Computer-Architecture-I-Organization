===== flow/constraint.sdc =====
current_design alucontrol

set clk_period 1.0
set clk_io_pct 0.2

create_clock -name clk0 -period $clk_period

set non_clock_inputs [all_inputs -no_clocks]
set_input_delay [expr $clk_period * $clk_io_pct] -clock clk0 $non_clock_inputs
set_output_delay [expr $clk_period * $clk_io_pct] -clock clk0 [all_outputs]

===== flow/config.mk =====
export PLATFORM = sky130hd
export DESIGN_NAME = alucontrol
export DESIGN_NICKNAME = alucontrol
export VERILOG_FILES = /design/flow/design.v
export SDC_FILE = /design/flow/constraint.sdc
export NUM_CORES = 4
export LEC_CHECK = 1
export CORE_AREA = 10 10 70 70
export DIE_AREA = 0 0 80 80

===== flow/run.sh =====
#!/bin/bash
# OpenROAD 26Q1-2900-gdf79404cd8, Yosys 0.63+post, stock flow scripts
make -C /OpenROAD-flow-scripts/flow DESIGN_CONFIG=/design/flow/config.mk WORK_HOME=/design/flow/orfs finish

===== flow/design.v =====
module alucontrol (input logic [1:0]ALUOp,input logic [5:0]Function,output logic [3:0]ALUCtrl);
always_comb begin
		ALUCtrl=0;
		case(ALUOp)
		2'b00: ALUCtrl = 4'b0010;
		2'b01: ALUCtrl = 4'b0110;
		2'b10: begin
			if(Function==6'b100000)begin
					ALUCtrl = 4'b0010;
			end
			else if(Function==6'b100010)begin
					ALUCtrl = 4'b0110;
			end
			else if(Function==6'b100100)begin
					ALUCtrl = 4'b0000;
			end
			else if(Function==6'b100101)begin
					ALUCtrl = 4'b0001;
			end
			else if(Function==6'b101010)begin
					ALUCtrl = 4'b1111;
			end
		end
		endcase
    end    
endmodule

==> results.ini <==
[global_route]
grt_usage_pct = 1.57
grt_pass1_vias = 156
antenna_found_initial = 0
grt_overflow = 0
grt_max_degree = 6
grt_pass1_wl_microns = 814

[sta]
relSlewSlack_pct = 89.7
setup_viol = 4
setup_slack_ns = -0.0909
final-max-slew-violation-count = 0
hold_violations = 0
fmax_mhz = 917
fin_crit_sh_pct = 109
worstMarginPinSlew_ns = 0.155
fin_crit_ns = 1.09
rsz0062_at_grt = yes

[power]
fin_total_pwr_uw = 71.9
sw_frac_of_total_pct = 32.6
p_sw_uw = 23.5
pwr-share-seq_pct = 0
cellPowerDensity_nw_per_um2 = 245
total_leakage_power_uw = 0.000145
ir_drop_mv = 0.0947
comb_power_share_pct = 100.0
intPower_uw = 48.5
clockPowerShare_pct = 0

[detailed_routing]
drc = 0
vias = 142
drt_iter0_markers = 4
drt-wirelength-per-cell_microns = 7.46
firstDrtPassIters = 2
antenna_left = 0
viasPerCell = 1.97
n_antenna_cell = 0
drt_wl_total_microns = 537

[die]
dieArea_sq_um = 6400
fp_util_pct = 2.71
core_area_sq_um = 3420
ioPinCount = 12
die_h_microns = 80
die_x_microns = 80
row_count = 21

[synth]
yosysCellCount = 11
postSynthSeqShare_pct = 0
syn_inst = 11
netlist_area_sq_um = 92.6
synth.distinct_cells = 10
ys_warn_count = 1
yosys_area_sq_um = 92.6
syn_area_per_cell_sq_um = 8.42

[run_status]
status = finished, violations left
violations = setup timing

[critical_path]
cp_data_required_time_ns = 0.80
crit_top_cell = buf_6
cp_cell_sequence = buf_6 -> nor3b_4 -> buf_4 -> and3_4 -> buf_6
startpoint_type = input pin
crit_slowest_cell = nor3b_4
worstSetupEndpointType = output pin
path_max_fanout = 3
cpPeakStageDelay_ns = 0.19
crit_buf_inv = 3
critPathKind = in2out
arrival_ns = 0.89
crit_family = simple AND/OR/NAND/NOR gates

[layout]
instances_no_fill = 72
drive_gt1_share_pct = 65.4
syn_to_final_growth_pct = 218
fin_util_pct = 8.61
fillers = 417
ff_count = 0
clkbuf_count = 0
seqCellArea_sq_um = 0

[placed_design]
dpl.hpwl_microns = 459
dp_cells = 70
routabilityCongestion = 0.674
portBuffers = 12

[clock_tree]
cts_hold_buf = 0

[flow_run]
warning_count = 34
drv_cap = 0

[hold_path]
hp-class = in2out

==> layout make-up <==
class | instances | area (sq um) | area share (%)
inverter | 1 | 3.75 | 1.28
multi-input combinational | 10 | 108 | 36.6
tap | 46 | 57.6 | 19.6
timing repair buffer | 15 | 125 | 42.6
==> through the flow <==
step | worst slack (ns) | cell area [sq um] | hold slack, ns | TNS (ns)
finish | -0.0909 | 294 | 0.810 | -0.262
global route | -0.136 | 294 | 0.824 | -0.439
CTS | -0.0975 | 287 | 0.798 | -0.310
detailed placement | -0.818 | 278 | 1.45 | -3.16
global placement | -0.812 | 278 | 1.45 | -3.17
floorplan | 0.220 | 92.6 | 0.481 | 0
==> placed cells by master (no fill, tap or decap), drive strengths merged <==
cell	netlist	final
a31o	1	1
a41o	1	1
and3	1	1
and4bb	2	2
buf	0	14
clkdlybuf4s15	0	1
inv	1	1
nand2b	1	1
nor2	1	1
nor2b	1	1
nor3b	1	1
o211a	1	1
==> power by group through the flow <==
stage	logic, uW	clock network, uW	registers [uW]
4_1_cts	69.5	0	0
6_report	71.9	0	0
5_1_grt	78.4	0	0
==> Yosys cell counts (all sizes together) <==
| master | instances | share of area [%] |
|---|---|---|
| a31o | 1 | 9.5 |
| nor2 | 1 | 4.1 |
| nand2b | 1 | 6.8 |
| a41o | 1 | 11 |
| and4bb | 2 | 27 |
| inv | 1 | 4.1 |
| o211a | 1 | 11 |
| nor3b | 1 | 14 |
| and3 | 1 | 6.8 |
| nor2b | 1 | 6.8 |
==> path summary, 6_finish.rpt <==
path / to / start / depth (start not counted)
setup / recovery: ALUCtrl[3] / Function[4] / 5
hold / removal: ALUCtrl[1] / Function[3] / 4
==> kinds of logic (layout without fill, tap and decap cells) <==
| kind of cell | after synthesis | count (layout) | share of synthesized area [%] |
|---|---|---|---|
| AND/OR/NAND/NOR | 7 | 7 | 64.9 |
| buffers and inverters | 1 | 16 | 4.05 |
| AND-OR/OR-AND | 3 | 3 | 31.1 |
==> per-layer routing <==
layer,global-route usage (%),vias up,wire length (microns)
met2,2.01,10,155
met4,0,0,0
li1,-,76,-
met1,2.37,56,313
met3,0.795,0,68
met5,0,-,0
==> repair_timing <==
item / 4_1_cts / 5_1_grt
setup buffers: 2 / 0
setup endpoints to repair: 4 / 4
pin swaps: 6 / 1
resized: 50 / 2
cloned: 0 / 0
Power and IR drop assume default switching activity.
