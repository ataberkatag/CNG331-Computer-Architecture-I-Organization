File: design/flow/run.sh
#!/bin/bash
# OpenROAD 26Q1-2900-gdf79404cd8, Yosys 0.63+post, stock flow scripts
make -C /OpenROAD-flow-scripts/flow DESIGN_CONFIG=/design/flow/config.mk WORK_HOME=/design/flow/orfs finish
File: design/flow/config.mk
export PLATFORM = sky130hd
export DESIGN_NAME = control
export DESIGN_NICKNAME = control
export VERILOG_FILES = /design/flow/design.v
export SDC_FILE = /design/flow/constraint.sdc
export NUM_CORES = 4
export LEC_CHECK = 1
export CORE_AREA = 10 10 70 70
export DIE_AREA = 0 0 80 80
File: design/flow/constraint.sdc
current_design control

set clk_period 1.8
set clk_io_pct 0.2

create_clock -name clk0 -period $clk_period [get_ports {clk}]

set non_clock_inputs [all_inputs -no_clocks]
set_input_delay [expr $clk_period * $clk_io_pct] -clock clk0 $non_clock_inputs
set_output_delay [expr $clk_period * $clk_io_pct] -clock clk0 [all_outputs]
File: design/flow/design.v
module control (input logic clk, reset, Zero,
                input logic [5:0] Op, 
                output logic IorD, MemRead, MemWrite, MemToReg, IRWrite,
                output logic ALUSrcA, RegWrite, RegDst, PCSel,
                output logic [1:0] PCSource,
                output logic [1:0] ALUSrcB,
                output logic [1:0] ALUOp);
reg [3:0]state;
reg [3:0]next_state;
parameter S0=4'b0000; 
parameter S1=4'b0001; 
parameter S2=4'b0010; 
parameter S3=4'b0011; 
parameter S4=4'b0100; 
parameter S5=4'b0101; 
parameter S6=4'b0110; 
parameter S7=4'b0111; 
parameter S8=4'b1000;
parameter S9=4'b1001;
always@(posedge clk or posedge reset)begin
if(reset) state<=S0;
else  state<=next_state;
end
always_comb  
begin
     next_state=S0;
     ALUOp = 0;
     ALUSrcB = 0;
     PCSource = 0;
     ALUSrcA = 0;
     PCSel = 0;
     IRWrite = 0;
     MemWrite = 0;
	  MemRead = 0;
     RegWrite = 0;
     RegDst = 0;
     MemToReg = 0;
     IorD = 0;
 case(state)
 S0: begin 
            next_state=S1;
            IorD = 0;
            MemRead = 1;
            IRWrite = 1;
            ALUSrcA = 0;
            ALUSrcB = 2'b01;
            PCSource = 2'b00;
            ALUOp = 2'b00;
            PCSel = 1;
 end
 S1: begin
           ALUSrcA = 0;
            ALUSrcB = 2'b11;
            ALUOp = 2'b00;
            PCSel = 0;
            if(Op == 6'b100011 || Op == 6'b101011)begin 
                next_state = S2;
            end
            else if (Op == 6'b000000)begin
                next_state = S6;
            end
            else if(Op == 6'b000100)begin
                next_state = S8;
            end
            else if (Op == 6'b000010)begin
                next_state = S9;
            end
 end
 S2: begin
           ALUSrcA = 1;
            ALUSrcB = 2'b10;
            ALUOp = 2'b00;
            PCSel = 0;
            if(Op == 6'b100011) begin
                next_state = S3;
            end
            else if(Op == 6'b101011) begin
                next_state = S5;
            end
 end
 S3: begin
         next_state=S4;
           MemRead = 1;
            IorD = 1;
            PCSel = 0;
 end
 S4:begin
         next_state=S0;
           RegDst = 0;
            RegWrite = 1;
            MemToReg = 1;
            PCSel = 0;
 end
 S5:begin
         next_state=S0;
           MemWrite = 1;
            IorD = 1;
            PCSel = 0;
 end
 S6:begin
         next_state=S7;
           ALUSrcA = 1;
            ALUSrcB = 2'b00;
            ALUOp = 2'b10;
            PCSel = 0;
 end
 S7:begin
            next_state=S0;
            RegDst = 1;
            RegWrite = 1;
            MemToReg = 0;
            PCSel = 0;
 end
 S8:begin
            next_state=S0;
            ALUSrcA = 1;
            ALUSrcB = 2'b00;
            ALUOp = 2'b01;
            PCSource = 2'b01;
				if(Zero) begin
            PCSel <= 1;
				end
				else PCSel <=0;
 end 
 S9:begin
             next_state=S0;
            PCSource = 2'b10;
            PCSel = 1;
 end
endcase
end
endmodule
==> flow_summary.toml <==
# yosys + openroad results
[clocking]
cts.sink_count = 10
tritoncts.num_buffers = 3
clk_path_buf_depth = 2
cts-hold-fix-buffers = 0
tritoncts_clock_tree = "yes"
worst_setup_hold_path_clk_slew_ps = 60
clk_root_buffer_cell = "clkbuf_4"
level_count_of_the_clock_h_tree = 1
worstSkewPairLatency_ps = 260

[global_routing]
grt_pass1_wl_um = 1610
gr-usage-met2 = 0.0337
number_of_antenna_violations_at_the_first_check_in_global_routing = 0
grt_use_met1 = 0.0443
grt_max_degree = 11
overflow = 0
first_global_vias = 335
grt_util_all_layers = 0.0308
global_route.peak_usage_layer = "met1"
gr-usage-met3 = 0.0216

[worst_setup_path]
cp-end-kind = "output pin"
crit_required_ps = 1440
timing.critical_path.arrival_ps = 1370
criticalPathCategory = "reg2out"
critical_path_peak_fanout = 5
category_of_the_worst_setup_path_launch_point = "flop"

[logic_synthesis]
ys_area_um2 = 423
synth_area_per_cell_um2 = 11.1
yosysSeqAreaShare = 0.595
synth_flop_count = 10
post_synth_ao_oa_area_fraction = 0.0503
synth.logic.top_family = "simple AND/OR/NAND/NOR gates"
post_synthesis_instance_area_um2 = 423
multiplexer_share = 0
adder_share = 0
yosysCellCount = 38
ys_sh_xor = 0
netlist-cell-type-count = 21
ys_sh_simple = 0.302
syn_inst = 38
synth.yosys.warnings = 1

[place]
port_buffers = 23
detailed_place_hpwl_um = 945
gpl.final_weighted_congestion = 0.755
placed_cell_area_um2 = 696

[hold_path]
hp-class = "in2async"

[power_and_ir_drop]
power_leakage_nw = 0.344
max-vdd-ir-drop_uv = 167
design_power_total_mw = 0.560
p_per_area_nw_per_um2 = 753

[drt]
detail-route-antenna-nets = 0
route.detailed.wl_per_inst_um = 9.82
drt_total_wl_um = 1080
drt_pre_antenna_iters = 2
detail_route.vias_per_cell = 3.26
detail_route.antenna_diodes = 0
drc = 0
drt_first_iter_violations = 18
total_number_of_vias = 359

[finish]
top_registers = "state: 10 flops"
largest_register_ffs = 10
largest_register = "state"
mostFrequentLayoutCell = "clkdlybuf4s50_1"
drive_gt1_frac = 0.250
area_growth_pct = 76.0
post-route-cell-area_um2 = 744
mostFrequentLayoutCells = "clkdlybuf4s50_1, dfrtp_1, or2_2"
post-route-util = 0.218

[floorplan]
die.size.x_um = 80
die-height_um = 80
io_pins = 24
chip_area_um2 = 6400
rows = 21
core_area_um2 = 3420
initial_core_util = 0.124

[timing]
grt_setup_unrepaired = "true"
report.final.setup_viol = 0
finalCritPeriodShare = 0.959
timing_worst_slew_pin_value_ps = 357
achievable-frequency_mhz = 579
timing.max_slew.rel_slack = 0.762
timing.clock.skew_ps = 2.45
shortest_clock_period_the_worst_path_allows_after_layout_ps = 1730
final-hold-violation-count = 0
maxSlewViolCount = 0

[run_status]
status = "finished, final reports clean"

[run]
openroad.warnings = 26
maxCapViolations = 0
-- worst paths after layout --
path                               startpoint                 end  slack (ps)  depth (start not counted)
hold reg to reg            state[8]$_DFF_PP0_  state[2]$_DFF_PP0_         400                          0
setup / recovery           state[0]$_DFF_PP1_          ALUSrcB[0]          70                          2
hold / removal                          reset  state[9]$_DFF_PP0_         370                          2
min in group clk0          state[8]$_DFF_PP0_  state[2]$_DFF_PP0_         400                          0
max in group asynchronous               reset  state[0]$_DFF_PP1_        1130                          2
setup reg to reg           state[2]$_DFF_PP0_  state[0]$_DFF_PP1_         660                          3
-- layout make-up --
class | count | area (um2)
inverter | 2 | 7.51
tap | 46 | 57.6
clock buffer | 4 | 26.3
timing repair buffer | 26 | 250
sequential | 10 | 251
multi-input combinational | 22 | 151
fill | 373 | 2670
-- cell families (layout without fill, tap and decap cells) --
group,count (synthesis),count (layout)
simple gates,19,19
buf+inv,6,32
compound gates,3,3
flops,10,10
-- repair_timing --
item                                    4_1_cts  5_1_grt
gates cloned                                  0        0
endpoints found under the setup margin        2        2
buffers inserted                              3        0
resized                                       2        1
-- through the flow --
step	setup TNS [ps]	hold slack (ps)	worst slack, ps	cells
6_report	0	365	74.3	110
5_1_grt	-2.09	375	-2.09	110
4_1_cts	0	368	46.8	110
3_5_place_dp	-14.6	391	-14.6	103
3_3_place_gp	-10.0	382	-10.0	103
2_1_floorplan	0	199	728	38
-- routing by layer --
metal  vias up  wire (um)  share of wire
met4         0         36          0.033
met2        23        332           0.31
li1        178          -              -
met1       153        526           0.49
met3         5        184           0.17
met5         -          0              0
-- power by group --
group / switching, mW / internal [mW] / leakage [nW] / total [mW]
registers: 0.0183 / 0.247 / 0.135 / 0.265
logic: 0.0343 / 0.109 / 0.194 / 0.143
clock network: 0.0667 / 0.0852 / 0.0150 / 0.152
total: 0.119 / 0.441 / 0.344 / 0.560
-- worst max-delay path, cell delays in order, from the launching register on --
cell and delay [ps]:
dfstp_2 550, or2_2 110, clkdlybuf4s50_1 450
-- Yosys cell counts, drive strengths merged --
| master | instances | area, um2 |
|---|---|---|
| a211o | 1 | 8.76 |
| a21oi | 1 | 5.00 |
| and2 | 2 | 13.8 |
| and3 | 1 | 6.26 |
| and3b | 1 | 8.76 |
| clkbuf | 4 | 15.0 |
| dfrtp | 9 | 225 |
| dfstp | 1 | 26.3 |
| inv | 2 | 7.51 |
| nand2 | 2 | 7.51 |
| nand2b | 1 | 6.26 |
| nor2 | 2 | 7.51 |
| nor3 | 2 | 15.0 |
| nor3b | 1 | 12.5 |
| nor4 | 2 | 18.8 |
| o31ai | 1 | 7.51 |
| or2 | 4 | 25.0 |
| or3 | 1 | 6.26 |
Power and IR drop assume default switching activity.
